===== /design/flow/run.sh =====
#!/bin/bash
# OpenROAD 26Q1-2900-gdf79404cd8, Yosys 0.63+post, stock flow scripts
make -C /OpenROAD-flow-scripts/flow DESIGN_CONFIG=/design/flow/config.mk WORK_HOME=/design/flow/orfs finish

===== /design/flow/design.v =====
package seq_mult_pkg;
localparam DW       = 8;
endpackage: seq_mult_pkg
package mdr_pkg;
localparam DW       	= 16;
localparam DW_DBL 	= 32;
localparam SQRT_NBitsForCounter = 5;
endpackage
package mxv_pkg;
localparam DW 		= 8;
localparam DW_DBL = 16;
localparam DW_FIFO = 8;	 
localparam AW_FIFO = 4;	 
localparam AW_RAM = 3;	 
typedef logic [3:0] 		 uint4_t;
typedef logic [7:0] 		 uint8_t;
typedef logic [15:0] 	 uint16_t;
typedef logic [31:0] 	 uint32_t;
endpackage
package uart_pkg;
localparam DW 		= 8;
localparam DW_DBL = 16;
localparam DW_FIFO = 8;	 
localparam AW_FIFO = 4;	 
localparam AW_RAM = 3;	 
typedef logic [3:0] 		 uint4_t;
typedef logic [7:0] 		 uint8_t;
typedef logic [15:0] 	 uint16_t;
typedef logic [31:0] 	 uint32_t;
endpackage
package mxv_pkg;
localparam DW 		= 8;
localparam DW_DBL = 16;
localparam DW_FIFO = 8;	 
localparam AW_FIFO = 4;	 
localparam AW_RAM = 3;	 
typedef logic [3:0] 		 uint4_t;
typedef logic [7:0] 		 uint8_t;
typedef logic [15:0] 	 uint16_t;
typedef logic [31:0] 	 uint32_t;
endpackage
package uart_pkg;
localparam DW 		= 8;
localparam DW_DBL = 16;
localparam DW_FIFO = 8;	 
localparam AW_FIFO = 4;	 
localparam AW_RAM = 3;	 
typedef logic [3:0] 		 uint4_t;
typedef logic [7:0] 		 uint8_t;
typedef logic [15:0] 	 uint16_t;
typedef logic [31:0] 	 uint32_t;
endpackage
module BCDa7segmentos
(
	input [15:0] A_input,
	output [3:0] DecMillar,
	output [3:0] UniMillar,
	output [3:0] Centenas,
	output [3:0] Decenas,
	output [3:0] Unidades
);
wire [3:0] C1_wire, C2_wire, C3_wire, C4_wire, C5_wire, C6_wire, C7_wire, C8_wire, C9_wire, C10_wire, C11_wire, C12_wire, C13_wire, C14_wire, C15_wire, C16_wire;
wire [3:0] C17_wire, C18_wire, C19_wire, C20_wire, C21_wire, C22_wire, C23_wire, C24_wire, C25_wire, C26_wire, C27_wire, C28_wire, C29_wire, C30_wire, C31_wire, C32_wire, C33_wire, C34_wire;
Corrimiento C1(
	.A_input({1'b0,A_input[15:13]}),
	.B_output(C1_wire)
);
Corrimiento C2(
	.A_input({C1_wire[2:0],A_input[12]}),
	.B_output(C2_wire)
);
Corrimiento C3(
	.A_input({C2_wire[2:0],A_input[11]}),
	.B_output(C3_wire)
);
Corrimiento C4(
	.A_input({C3_wire[2:0],A_input[10]}),
	.B_output(C4_wire)
);
Corrimiento C5(
	.A_input({C4_wire[2:0],A_input[9]}),
	.B_output(C5_wire)
);
Corrimiento C6(
	.A_input({C5_wire[2:0], A_input[8]}),
	.B_output(C6_wire)
);
Corrimiento C7(
	.A_input({C6_wire[2:0], A_input[7]}),
	.B_output(C7_wire)
);
Corrimiento C8(
	.A_input({C7_wire[2:0], A_input[6]}),
	.B_output(C8_wire)
);
Corrimiento C9(
	.A_input({C8_wire[2:0], A_input[5]}),
	.B_output(C9_wire)
);
Corrimiento C10(
	.A_input({C9_wire[2:0], A_input[4]}),
	.B_output(C10_wire)
);
Corrimiento C11(
	.A_input({C10_wire[2:0], A_input[3]}),
	.B_output(C11_wire)
);
Corrimiento C12(
	.A_input({C11_wire[2:0], A_input[2]}),
	.B_output(C12_wire)
);
Corrimiento C13(
	.A_input({C12_wire[2:0], A_input[1]}),
	.B_output(C13_wire)
);
Corrimiento C14(
	.A_input({1'b0, C1_wire[3],C2_wire[3],C3_wire[3]}),
	.B_output(C14_wire)
);
Corrimiento C15(
	.A_input({C14_wire[2:0],C4_wire[3]}),
	.B_output(C15_wire)
);
Corrimiento C16(
	.A_input({C15_wire[2:0],C5_wire[3]}),
	.B_output(C16_wire)
);
Corrimiento C17(
	.A_input({C16_wire[2:0],C6_wire[3]}),
	.B_output(C17_wire)
);
Corrimiento C18(
	.A_input({C17_wire[2:0],C7_wire[3]}),
	.B_output(C18_wire)
);
Corrimiento C19(
	.A_input({C18_wire[2:0],C8_wire[3]}),
	.B_output(C19_wire)
);
Corrimiento C20(
	.A_input({C19_wire[2:0],C9_wire[3]}),
	.B_output(C20_wire)
);
Corrimiento C21(
	.A_input({C20_wire[2:0],C10_wire[3]}),
	.B_output(C21_wire)
);
Corrimiento C22(
	.A_input({C21_wire[2:0],C11_wire[3]}),
	.B_output(C22_wire)
);
Corrimiento C23(
	.A_input({C22_wire[2:0],C12_wire[3]}),
	.B_output(C23_wire)
);
Corrimiento C24(
	.A_input({1'b0,C14_wire[3],C15_wire[3], C16_wire[3]}),
	.B_output(C24_wire)
);
Corrimiento C25(
	.A_input({C24_wire[2:0],C17_wire[3]}),
	.B_output(C25_wire)
);
Corrimiento C26(
	.A_input({C25_wire[2:0],C18_wire[3]}),
	.B_output(C26_wire)
);
Corrimiento C27(
	.A_input({C26_wire[2:0],C19_wire[3]}),
	.B_output(C27_wire)
);
Corrimiento C28(
	.A_input({C27_wire[2:0],C20_wire[3]}),
	.B_output(C28_wire)
);
Corrimiento C29(
	.A_input({C28_wire[2:0],C21_wire[3]}),
	.B_output(C29_wire)
);
Corrimiento C30(
	.A_input({C29_wire[2:0],C22_wire[3]}),
	.B_output(C30_wire)
);
Corrimiento C31(
	.A_input({1'b0,C24_wire[3],C25_wire[3],C26_wire[3]}),
	.B_output(C31_wire)
);
Corrimiento C32(
	.A_input({C31_wire[2:0],C27_wire[3]}),
	.B_output(C32_wire)
);
Corrimiento C33(
	.A_input({C32_wire[2:0],C28_wire[3]}),
	.B_output(C33_wire)
);
Corrimiento C34(
	.A_input({C33_wire[2:0],C29_wire[3]}),
	.B_output(C34_wire)
);
assign Centenas = {C30_wire[2:0],C23_wire[3]};
assign Decenas = {C23_wire[2:0],C13_wire[3]};
assign Unidades = {C13_wire[2:0],A_input[0]};
assign UniMillar = {C34_wire[2:0],C30_wire[3]};
assign DecMillar = {C31_wire[3],C32_wire[3],C33_wire[3],C34_wire[3]};
endmodule
module Corrimiento
(
	input [3:0]A_input,
	output [3:0]B_output
);
logic [3:0]aux_wire;
always_comb begin
 case (A_input)
	4'b0000: aux_wire = 4'b0000;
   4'b0001: aux_wire = 4'b0001;
   4'b0010: aux_wire = 4'b0010;
   4'b0011: aux_wire = 4'b0011;
   4'b0100: aux_wire = 4'b0100;
   4'b0101: aux_wire = 4'b1000;
   4'b0110: aux_wire = 4'b1001;
   4'b0111: aux_wire = 4'b1010;
   4'b1000: aux_wire = 4'b1011;
   4'b1001: aux_wire = 4'b1100;
   default: aux_wire = 4'b0000;
 endcase
end
assign B_output=aux_wire;
endmodule

===== /design/flow/config.mk =====
export PLATFORM = sky130hd
export DESIGN_NAME = BCDa7segmentos
export DESIGN_NICKNAME = BCDa7segmentos
export VERILOG_FILES = /design/flow/design.v
export SDC_FILE = /design/flow/constraint.sdc
export NUM_CORES = 4
export LEC_CHECK = 1
export CORE_UTILIZATION = 50

===== /design/flow/constraint.sdc =====
current_design BCDa7segmentos

set clk_period 12.5
set clk_io_pct 0.2

create_clock -name clk0 -period $clk_period

set non_clock_inputs [all_inputs -no_clocks]
set_input_delay [expr $clk_period * $clk_io_pct] -clock clk0 $non_clock_inputs
set_output_delay [expr $clk_period * $clk_io_pct] -clock clk0 [all_outputs]

==> impl_metrics.json <==
{
  "status": "finished clean",
  "hp-class": "in2out",
  "hold_ws_ps": 5000,
  "post-dp-hpwl_mm": 8.73,
  "area_growth_pct": 4.65,
  "tns_ps": 0,
  "vias": 4908,
  "worst_ep_arrival_time_ps": 9160,
  "viasPerCell": 6.76,
  "postCtsSetupBuffers": 0,
  "p_total_uw": 862,
  "nFlopsAndLatches": 0,
  "ctsHoldBuffers": 0,
  "grt_pass1_vias": 4062,
  "gp_congestion": 0.917,
  "worstSetupPathType": "in2out",
  "clkbuf_count": 0,
  "synth-seq-area-share_pct": 0,
  "hold_start": "A_input[0]",
  "grt_first_pass_wirelength_mm": 19.5,
  "worst_pin_slew_ps": 987,
  "utilization_pct": 54.2,
  "fp-row-count": 33,
  "die_h_um": 94.5,
  "dp_slack_ps": 994,
  "synthAoiAreaFrac_pct": 50.3,
  "timing.final.ws_setup_ps": 841,
  "warning_count": 32,
  "yosys_warnings": 1,
  "synthTopCellsByArea": "nand2_1 (6.8%), o21ai_0 (4.6%), nor2_1 (4.2%), nand3_1 (3.6%), a21oi_1 (3.5%)",
  "ctsResizeCount": 0,
  "cp_data_required_time_ps": 10000,
  "dieWidth_um": 94.5,
  "leakagePower_uw": 0.00158,
  "die_area_sq_um": 8930,
  "fa_ha_area_share_pct": 0.935,
  "finalHoldViolations": 0,
  "insertedDiodeCount": 0,
  "antenna_found_initial": 0,
  "crit_start": "A_input[12]",
  "syn_inst": 633,
  "syn_avg_cell_area_sq_um": 6.76,
  "drc_errors": 0,
  "fp_util_pct": 51.8,
  "vdd_drop_max_v": 0.000134,
  "mux_share_pct": 3.45,
  "crit_fanout": 25,
  "cp-end-kind": "output port",
  "postRouteAntennaNets": 0,
  "top_area_share_pct": 6.75,
  "grt_max_degree": 26,
  "ys_area_sq_um": 4280,
  "grt_remaining_overflow": 0,
  "setup_viol": 0,
  "syn-cell-area_sq_um": 4280,
  "portBuffers": 33,
  "cap_violations": 0,
  "period_minus_slack_ps": 11660,
  "maxSlewHeadroom_pct": 34.2,
  "wirelength_mm": 11.6,
  "fmax_mhz": 85.8,
  "slew_violations": 0,
  "ys_sh_simple_pct": 34.9,
  "yosysUniqueCellTypes": 113,
  "yosysTopAreaCell": "nand2_1",
  "dr.pass1.iters": 4,
  "track_usage_pct": 26.3,
  "drt_iter0_markers": 286,
  "core_area_sq_um": 8260,
  "ff_latch_area_sq_um": 0,
  "rsz0062_at_grt": "false",
  "fin_crit_sh_pct": 93.3,
  "synth-xor-area-share_pct": 2.46,
  "start_kind": "input port",
  "drive_gt1_share_pct": 11.0,
  "power.density_nw_per_um2": 192,
  "yosys_cells": 633,
  "top_logic_kind": "AND-OR/OR-AND gates",
  "io_pins": 36,
  "wire_per_inst_um": 16.0
}
metal layers:
| layer | part of all wire (%) | vias to the layer above | wire length [um] | track usage (%) |
|---|---|---|---|---|
| met3 | 4.1 | 4 | 472 | 1.06 |
| li1 | - | 2499 | - | - |
| met4 | 0.50 | 0 | 58 | 1.39 |
| met2 | 46 | 121 | 5320 | 43.2 |
| met5 | 0 | - | 0 | 0 |
| met1 | 49 | 2284 | 5730 | 39.9 |
cell type report:
| cell class | instances | area, sq um |
|---|---|---|
| fill | 802 | 3780 |
| tap | 105 | 131 |
| multi-input combinational | 572 | 3940 |
| timing repair buffer | 37 | 360 |
| inverter | 12 | 45.0 |
where the power goes:
| group | leakage, uW | switching [uW] | internal [uW] | total [uW] |
|---|---|---|---|---|
| clock | 0 | 0 | 0 | 0 |
| sequential | 0 | 0 | 0 | 0 |
| combinational | 0.00158 | 477 | 386 | 862 |
path summary, 6_finish.rpt:
path	end	slack [ps]	cells past startpoint
max	Centenas[3]	840	18
min	Unidades[0]	5000	0
cell usage after synthesis (5+ instances only):
cell type,instances
buf_6,7
a221oi_1,6
and2_1,6
nand3_1,31
nor2_1,48
a21oi_1,30
clkbuf_1,17
buf_2,15
o31a_1,5
o211a_1,5
o21a_1,10
buf_4,9
o32a_1,5
or3_1,6
o21ai_0,39
a2111oi_0,5
o21ai_1,11
a211oi_1,12
and3_1,14
nor3_1,25
a211o_1,9
xnor2_1,11
nand2_1,77
a22oi_1,6
a21oi_2,5
a31oi_1,11
a21o_1,8
inv_1,8
nor4_1,11
a22o_1,7
o22ai_1,8
mux2i_1,11
nand4_1,10
metrics by stage:
step	std cells	area [sq um]
after floorplan	633	4280
after global placement	726	4480
after detailed placement	726	4480
after CTS	726	4480
after global routing	726	4480
final	726	4480
cell families (layout without fill, tap and decap cells):
kind of cell	count (synthesis)	count (layout)
and+or+nand+nor	278	278
AOI/OAI and AO/OA	263	263
buffers and inverters	61	49
muxes	14	14
xor gates and xnor gates	12	12
adders and majority gates	4	4
other	1	1
cells in the final DEF, fill, tap and decap left out, types with 11 or more instances in the layout:
| master | count |
|---|---|
| and3_1 | 14 |
| nor2_1 | 48 |
| clkdlybuf4s50_1 | 33 |
| xnor2_1 | 11 |
| a211oi_1 | 12 |
| nand3_1 | 31 |
| o21ai_1 | 11 |
| nor3_1 | 25 |
| a21oi_1 | 30 |
| mux2i_1 | 11 |
| o21ai_0 | 39 |
| nand2_1 | 77 |
| nor4_1 | 11 |
| a31oi_1 | 11 |
worst max-delay path, cell delays in order:
cell and delay, ps:
clkdlybuf4s50_1 820, or3b_1 530, a211o_1 310, o2111a_2 210
nand2_1 310, a31oi_1 200, nand2_1 440, o32ai_2 180
a311oi_2 630, nand3_1 540, a311oi_1 360, mux2i_1 170
a22oi_1 770, o21ai_0 290, nor4_1 260, nor4_1 80
nand2_1 80, clkdlybuf4s50_1 450
No activity file was given, so power comes from the tool's default toggle rates.
