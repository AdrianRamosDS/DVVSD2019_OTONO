==> ./run.sh <==
#!/bin/bash
# OpenROAD 26Q1-2900-gdf79404cd8, Yosys 0.63+post, stock flow scripts
make -C /OpenROAD-flow-scripts/flow DESIGN_CONFIG=/design/flow/config.mk WORK_HOME=/design/flow/orfs finish
==> ./config.mk <==
export PLATFORM = sky130hd
export DESIGN_NAME = PIPO_Shift2Left
export DESIGN_NICKNAME = PIPO_Shift2Left
export VERILOG_FILES = /design/flow/design.v
export SDC_FILE = /design/flow/constraint.sdc
export NUM_CORES = 4
export LEC_CHECK = 1
export CORE_AREA = 10 10 90 90
export DIE_AREA = 0 0 100 100
==> ./design.v <==
package seq_mult_pkg;
localparam DW       = 8;
endpackage: seq_mult_pkg
package mdr_pkg;
localparam DW       	= 16;
localparam DW_DBL 	= 32;
localparam SQRT_NBitsForCounter = 5;
endpackage
package mxv_pkg;
localparam DW 		= 8;
localparam DW_DBL = 16;
localparam DW_FIFO = 8;	 
localparam AW_FIFO = 4;	 
localparam AW_RAM = 3;	 
typedef logic [3:0] 		 uint4_t;
typedef logic [7:0] 		 uint8_t;
typedef logic [15:0] 	 uint16_t;
typedef logic [31:0] 	 uint32_t;
endpackage
package uart_pkg;
localparam DW 		= 8;
localparam DW_DBL = 16;
localparam DW_FIFO = 8;	 
localparam AW_FIFO = 4;	 
localparam AW_RAM = 3;	 
typedef logic [3:0] 		 uint4_t;
typedef logic [7:0] 		 uint8_t;
typedef logic [15:0] 	 uint16_t;
typedef logic [31:0] 	 uint32_t;
endpackage
package mxv_pkg;
localparam DW 		= 8;
localparam DW_DBL = 16;
localparam DW_FIFO = 8;	 
localparam AW_FIFO = 4;	 
localparam AW_RAM = 3;	 
typedef logic [3:0] 		 uint4_t;
typedef logic [7:0] 		 uint8_t;
typedef logic [15:0] 	 uint16_t;
typedef logic [31:0] 	 uint32_t;
endpackage
package uart_pkg;
localparam DW 		= 8;
localparam DW_DBL = 16;
localparam DW_FIFO = 8;	 
localparam AW_FIFO = 4;	 
localparam AW_RAM = 3;	 
typedef logic [3:0] 		 uint4_t;
typedef logic [7:0] 		 uint8_t;
typedef logic [15:0] 	 uint16_t;
typedef logic [31:0] 	 uint32_t;
endpackage
module PIPO_Shift2Left #(parameter WORD_LENGTH = 8)
(
	input clk,
	input rst,
	input load,
	input shift,
	input [WORD_LENGTH-1:0] parallelInput,
	output [15:0] parallelOutput
);
logic [15:0] shiftRegister_logic;
always_ff@(posedge clk, negedge rst) begin: register
	if(rst == 1'b0)
		shiftRegister_logic <= {2*WORD_LENGTH{1'b0}};
	else
		if(load == 1'b1) begin
			shiftRegister_logic = parallelInput;
			end
		else if(shift == 1'b1) begin
			shiftRegister_logic <= (shiftRegister_logic << 1'b1); 
			end
end: register
assign parallelOutput = shiftRegister_logic;
endmodule
==> ./constraint.sdc <==
current_design PIPO_Shift2Left

set clk_period 1.2
set clk_io_pct 0.2

create_clock -name clk0 -period $clk_period [get_ports {clk}]

set non_clock_inputs [all_inputs -no_clocks]
set_input_delay [expr $clk_period * $clk_io_pct] -clock clk0 $non_clock_inputs
set_output_delay [expr $clk_period * $clk_io_pct] -clock clk0 [all_outputs]
==> Changelog: implementation <==
## Flow update

- Hold Path Class: input port to async pin
- Setup crit start kind: flip-flop
- OpenROAD warnings: 25
- Worst path bufs/invs: 1
- Final setup violation count: 0
- Iteration-0 DRC Markers: 35
- Max capacitance violation total: 0
- Crit path max-delay family: flip-flops
- NetSw: 0.2734 mW
- Cell area after synthesis: 698.2 sq um
- Clock Power Share: 0.371
- Clk sink count: 16
- Routing usage on met3: 0.006940
- Initial core utilization: 0.1112
- Yosys warning tally: 1
- Final wirelength: 1934 um
- Share of cells above drive strength 1: 0.2019
- Tot Pwr: 1.268 mW
- Avg WL per Cell: 10.69 um
- Maximum vdd drop: 344.4 uV
- Critical Path AT: 0.91 ns
- Top cells by count: dfrtp_1, mux2i_1, nand2_1, nor2_1, o21ai_0
- Cell Type Count: 10
- Grt total ovfl: 0
- # DRC: 0
- Fin crit period: 1.148 ns
- CP endpoint kind: output port
- Leak: 0.6133 nW
- Pre-CTS WS: -0.1309 ns
- Avg Inst Size Synth: 11.64 sq um
- Via density: 3.122
- Grt met2 use: 0.06720
- GR Util met1: 0.04183
- Max Freq: 871.1 MHz
- Clk Latency, worst-skew pair: 0.24 ns
- Via count: 565
- Final Wtd Congestion: 0.7705
- Critical path type: flip-flop to output port
- Filler-free cell count of the finished design: 181
- Slowest cell on crit path: dfrtp_1
- CP Max Fanout: 3
- Post-synth seq share: 0.5735
- RSZ-0062 raised after global routing: false
- DR pass1 iterations: 4
- Max reg flops: 16
- Sw Share: 0.2156
- Largest regs: shiftRegister_logic: 16 flops
- Ports: 28
- Synth area leader: dfrtp_1
- P_int: 0.9948 mW
- First-pass GRT wire length: 3015 um
- Max-slew violation count: 0
- Post-synth area from yosys stat: 698.2 sq um
- Rel. slew slack: 0.8580
- DP Cell Count: 164
- Ys async rst share: 1.000
- H-tree depth: 1
- Endpoints failing hold: 0
- Gate power share: 0.166
- Diode count: 0
- Layout overhead on the synthesized area: 71.68%
- Top Usage Layer GRT: met2
- Worst-margin pin slew: 0.2130 ns
- Die area: 10000 sq um
- Yosys Instances: 60
- Die H: 100 um
- Largest Register: shiftRegister_logic
- Fillcell total: 673
- Max stage delay on crit path: 0.41 ns
- Synth flops: 16
- IO buf count: 27
- Largest net degree at the start of global routing: 17
- Fin crit share: 0.9566
- Largest type area fraction: 0.5735
- P per Cell Area: 1058 nW/um^2
- Worst path cell trace: dlygate4sd2_1
- Initial antenna violation count: 0
- Core footprint: 6277 sq um
- Cell with the most instances after synthesis: dfrtp_1
- Gr usage total: 0.03648
- Dominant flop cell: dfrtp_1
- WP data required: 0.96 ns
- Post-synth EDFFs: 0
- Mapped Cells: 60
- Status: finished clean
- Row count: 29
- Die Wd: 100 um
- Worst Slack Setup Final: 0.05209 ns
- Worst clock skew: 0.0007958 ns
- Vias in the first global route: 601
- Sequential power share: 0.463
- Antenna-violating nets left: 0
- Cts bufs inserted: 3
- Top cells by area: dfrtp_1, mux2i_1, o21ai_0
- Worst-path clk slew: 0.06 ns
- Max clock buf depth: 2
- Clock Tree Root: clkbuf_8
- CTS tree: yes
-- cell type report --
type,instances,area [sq um],area share
flip-flops and latches,16,400.4,0.3340
repair buffers,44,390.4,0.3257
multi-input cells,40,256.5,0.2140
well taps,77,96.34,0.08038
clock buffers,4,55.05,0.04593
-- cells in the final DEF, fill, tap and decap left out --
cell type,count
nand2b_1,1
o21ai_0,7
clkdlybuf4s50_1,11
nor2_1,8
o21ai_1,1
dfrtp_1,16
nand2_1,8
buf_12,1
clkbuf_8,4
mux2i_1,15
buf_4,16
dlygate4sd2_1,16
-- repair_timing --
action,in CTS,in global routing
endpoints found under the hold margin,0,0
setup endpoints to repair,16,0
hold buffers,0,0
resized,16,0
buffers inserted,13,0
-- kinds of logic after synthesis --
group	Yosys count	synth area share
and+or+nand+nor	17	0.09499
DFF	16	0.5735
muxes	15	0.2150
AOI/OAI and AO/OA	8	0.05734
buffers and inverters	4	0.05914
-- power by group through the flow --
stage / Clock [mW] / Combinational [mW] / Sequential [mW]
global route: 0.519 / 0.233 / 0.592
finish: 0.471 / 0.210 / 0.587
CTS: 0.488 / 0.216 / 0.588
-- stage by stage --
step	setup TNS, ns	instance area [sq um]	hold WS (ns)	util
after floorplan	0	698.2	-0.05559	-
after global placement	-1.467	1066	0.5209	0.1698
after detailed placement	-1.565	1066	0.5301	0.1698
after CTS	0	1199	0.3200	0.1910
after global routing	0	1199	0.3271	0.1910
final	0	1199	0.3144	0.1910
-- layer usage --
| layer | share of wire | vias to the layer above | wire (um) |
|---|---|---|---|
| met2 | 0.54 | 10 | 1048 |
| met1 | 0.40 | 263 | 780 |
| li1 | - | 290 | - |
| met4 | 0.019 | 0 | 37 |
| met3 | 0.035 | 2 | 67 |
| met5 | 0 | - | 0 |
-- final timing paths --
| path | from | slack [ns] | depth (start not counted) | to |
|---|---|---|---|---|
| max in group asynchronous | rst | 0.70 | 2 | shiftRegister_logic[8]$_DFFE_PN0P_ |
| worst min register to register | shiftRegister_logic[10]$_DFFE_PN0P_ | 0.57 | 2 | shiftRegister_logic[10]$_DFFE_PN0P_ |
| worst max-delay path | shiftRegister_logic[9]$_DFFE_PN0P_ | 0.05 | 1 | parallelOutput[9] |
| min in group clk0 | parallelInput[2] | 0.55 | 3 | shiftRegister_logic[2]$_DFFE_PN0P_ |
| worst max register to register | shiftRegister_logic[0]$_DFFE_PN0P_ | 0.36 | 3 | shiftRegister_logic[1]$_DFFE_PN0P_ |
| worst min-delay path | rst | 0.31 | 2 | shiftRegister_logic[12]$_DFFE_PN0P_ |
No activity file was given, so power comes from the tool's default toggle rates.
