File: design/flow/config.mk
export PLATFORM = sky130hd
export DESIGN_NAME = UART
export DESIGN_NICKNAME = UART
export VERILOG_FILES = /design/flow/design.v
export SDC_FILE = /design/flow/constraint.sdc
export NUM_CORES = 4
export LEC_CHECK = 1
export CORE_UTILIZATION = 40
File: design/flow/constraint.sdc
current_design UART

set clk_period 3.4
set clk_io_pct 0.2

create_clock -name clk0 -period $clk_period [get_ports {clk}]

set non_clock_inputs [all_inputs -no_clocks]
set_input_delay [expr $clk_period * $clk_io_pct] -clock clk0 $non_clock_inputs
set_output_delay [expr $clk_period * $clk_io_pct] -clock clk0 [all_outputs]
File: design/flow/design.v
package seq_mult_pkg;
localparam DW       = 8;
endpackage: seq_mult_pkg
package mdr_pkg;
localparam DW       	= 16;
localparam DW_DBL 	= 32;
localparam SQRT_NBitsForCounter = 5;
endpackage
package mxv_pkg;
localparam DW 		= 8;
localparam DW_DBL = 16;
localparam DW_FIFO = 8;	 
localparam AW_FIFO = 4;	 
localparam AW_RAM = 3;	 
typedef logic [3:0] 		 uint4_t;
typedef logic [7:0] 		 uint8_t;
typedef logic [15:0] 	 uint16_t;
typedef logic [31:0] 	 uint32_t;
endpackage
package uart_pkg;
localparam DW 		= 8;
localparam DW_DBL = 16;
localparam DW_FIFO = 8;	 
localparam AW_FIFO = 4;	 
localparam AW_RAM = 3;	 
typedef logic [3:0] 		 uint4_t;
typedef logic [7:0] 		 uint8_t;
typedef logic [15:0] 	 uint16_t;
typedef logic [31:0] 	 uint32_t;
endpackage
package mxv_pkg;
localparam DW 		= 8;
localparam DW_DBL = 16;
localparam DW_FIFO = 8;	 
localparam AW_FIFO = 4;	 
localparam AW_RAM = 3;	 
typedef logic [3:0] 		 uint4_t;
typedef logic [7:0] 		 uint8_t;
typedef logic [15:0] 	 uint16_t;
typedef logic [31:0] 	 uint32_t;
endpackage
package uart_pkg;
localparam DW 		= 8;
localparam DW_DBL = 16;
localparam DW_FIFO = 8;	 
localparam AW_FIFO = 4;	 
localparam AW_RAM = 3;	 
typedef logic [3:0] 		 uint4_t;
typedef logic [7:0] 		 uint8_t;
typedef logic [15:0] 	 uint16_t;
typedef logic [31:0] 	 uint32_t;
endpackage
module UART #(	parameter BAUD_RATE = 115200)
(
	input clk,	rst,	Serial_Data_Rx,	Transmit,
	input [7:0]Data_In,
	output [7:0]Received_Data,
	output Rx_Interrupt,  
	output Serial_Output_Tx  
);
wire Rx_Interrupt_w;
wire [7:0] Received_Data_w;
wire Rx_load_w,	Rx_shift_w,	TX_load_wire,	TX_shift_wire;
wire [10:0] TxReg_Pout_wire;
wire [7:0] shift_2_final_wire;
wire reset_reg_wire;
assign Serial_Output_Tx = TxReg_Pout_wire[0];
UART_Tx Tx_Control_Unit
(
	.clk(clk),	.reset(rst),	.sendData(Transmit),
	.sendReady(),	.SR_TX_load(TX_load_wire),	.SR_TX_shift(TX_shift_wire)
);
UART_ShiftRegister_Tx #(.WORD_LENGTH(11)) Shift_Tx
(
	.clk(clk),	.reset(rst),	.SyncReset(1'b0),	
	.load(TX_load_wire),	 
	.shift(TX_shift_wire),	 
	.Parallel_in({1'b1,^Data_In,Data_In,1'b0}),
	.Serial_in(1'b1),
	.Right(1'b1),  
	.Parallel_Out(TxReg_Pout_wire)
);
UART_Rx Rx_Control_Unit
(
	.clk(clk), .reset(rst),	.Rx_flag(Serial_Data_Rx),  
	.data_Rx_flag(Rx_load_w), 	.reset_count(reset_reg_wire),	.shift_Rx_flag(Rx_shift_w) 
);	 
UART_ShiftRegister_Rx #(.WORD_LENGTH(8))
Shift_Rx
(
	.clk(clk),	.reset(rst),	.SyncReset(1'b0),		.load(),		.shift(Rx_shift_w),	.Parallel_in(),	.Serial_in(Serial_Data_Rx),	.Right(1'b1), 
	.Parallel_Out(shift_2_final_wire)
);
UART_PIPO #(.WORD_LENGTH(9)) REG_FINAL
(
	.clk(clk),	.reset(rst),	.enable(Rx_load_w),	.Sync_Reset(1'b0),	.Data_Input(shift_2_final_wire),
	.Data_Output(Received_Data_w)
);
UART_PIPO #(.WORD_LENGTH(1))
registro_RX_flag
(
	.clk(clk),	.reset(rst),	.enable(reset_reg_wire|Rx_load_w),	.Sync_Reset(reset_reg_wire),
	.Data_Input(Rx_load_w),
	.Data_Output(Rx_Interrupt_w)
);	 
assign Received_Data = Received_Data_w;
assign Rx_Interrupt = Rx_Interrupt_w;
endmodule
module UART_Counter	
#(
	parameter Maximum_Value = 9,
	parameter NBitsForCounter = CeilLog2(Maximum_Value)
)
(
	input clk,	 
	input reset,	 
	input enable,	 
	input syncReset,	 
	output Flag,
	output[NBitsForCounter-1:0] Counting 
);
bit MaxValue_Bit;
logic [NBitsForCounter-1 : 0] Counting_logic;
	always_ff@(posedge clk or negedge reset) begin
		if (reset == 1'b0)
			Counting_logic <= 0;
		else begin
				if(enable == 1'b1) begin
					if(syncReset == 1'b1)
						Counting_logic <= 0;
					else if(Counting_logic == Maximum_Value-1)
						Counting_logic <= 0;
					else
						Counting_logic <= Counting + 1'b1;
				end
		end
	end
always_comb
	if(Counting_logic == Maximum_Value-1)
		MaxValue_Bit = 1;
	else
		MaxValue_Bit = 0;
assign Flag = MaxValue_Bit;
assign Counting = Counting_logic;
     function integer CeilLog2;
       input integer data;
       integer i,result;
       begin
          for(i=0; 2**i < data; i=i+1)
             result = i + 1;
          CeilLog2 = result;
       end
    endfunction
endmodule
module UART_PIPO
#(parameter WORD_LENGTH = 16)
(
	input clk,
	input reset,
	input enable,
	input Sync_Reset,
	input [WORD_LENGTH-1:0] Data_Input,
	output [WORD_LENGTH-1:0] Data_Output
);
logic [WORD_LENGTH-1:0] Data_logic;
always_ff@(posedge clk or negedge reset) begin: ThisIsARegister
	if(reset == 1'b0) 
	begin
		Data_logic <= {WORD_LENGTH{1'b0}};
	end
	else
		if(enable == 1'b1) begin: Enable
			if(Sync_Reset == 1'b1)
			begin
				Data_logic <= {WORD_LENGTH{1'b0}};
			end
			else 	begin: SynchronousReset	
				Data_logic <= Data_Input;	
			end: SynchronousReset
		end: Enable
end: ThisIsARegister
assign Data_Output = Data_logic;
endmodule
module UART_Rx(
	input clk, reset,
	input Rx_flag,  
	output logic data_Rx_flag,  
	output logic reset_count,  
	output logic shift_Rx_flag  
);
enum logic [2:0] {IDLE,DATA,FINISH} state;
bit enable_count;
wire countFinished;
wire [7:0]count;
UART_Counter #(.Maximum_Value(8)) Contador
(
	.clk(clk),
	.reset(reset),
	.enable(enable_count),
	.syncReset(reset_count),
	.Flag(countFinished),
	.Counting(count)
);
always_ff@(posedge clk, negedge reset) begin
	if(reset == 1'b0)
			state <= IDLE;
	else 
		case(state)
			IDLE:
				if(Rx_flag == 1'b0)
					state <= DATA;	
				else
					state <= IDLE;		
			DATA: 
				if(countFinished == 1'b1)
					state <= FINISH;
				else
					state <= DATA;
			FINISH:
				state <= IDLE;
			default:
					state <= IDLE;	
			endcase
end
always_comb begin
	data_Rx_flag = 1'b0;
	shift_Rx_flag = 1'b0;
	reset_count = 1'b0;
	enable_count = 1'b0;
	case(state)
		IDLE:
			begin
				data_Rx_flag = 1'b0;
				shift_Rx_flag = 1'b0;
				reset_count = 1'b1;  
				enable_count = 1'b0;
			end
		DATA: 
			begin
				data_Rx_flag = 1'b0;
				shift_Rx_flag = 1'b1;
				reset_count = 1'b0;  
				enable_count = 1'b1;
			end	
		FINISH:
			begin
				data_Rx_flag = 1'b1;
				shift_Rx_flag = 1'b1;
				reset_count = 1'b0;  
				enable_count = 1'b0;
			end
	endcase
end
endmodule	
 module UART_ShiftRegister_Rx #(parameter WORD_LENGTH = 8)
(
	input clk,
	input reset,	 
	input load,	 
	input shift,	 
	input [WORD_LENGTH-1:0] Parallel_in,
	input Serial_in,
	input Right,  
	input SyncReset,
	output [WORD_LENGTH-1:0] Parallel_Out
);
logic  [WORD_LENGTH-1:0] Data_logic;	
always_ff@(posedge clk or negedge reset ) begin: ThisIsARegister	
	if(reset == 1'b0) 
		Data_logic <= {WORD_LENGTH{1'b0}};
	else
		if (SyncReset == 1'b1)
			Data_logic <= {WORD_LENGTH{1'b0}};
		else if(load == 1'b1 ) 
				Data_logic <= Parallel_in;	
		else if(shift == 1'b1 && Right == 1'b0)
			Data_logic <= {Data_logic[WORD_LENGTH-2:0],Serial_in};
		else if(shift == 1'b1 && Right == 1'b1)
			Data_logic <= {Serial_in,Data_logic[WORD_LENGTH-1:1]};
end: ThisIsARegister	
assign Parallel_Out = Data_logic;	
endmodule
 module UART_ShiftRegister_Tx #(parameter WORD_LENGTH = 8)
(
	input clk,
	input reset,	 
	input load,	 
	input shift,	 
	input [WORD_LENGTH-1:0] Parallel_in,
	input Serial_in,
	input Right,  
	input SyncReset,
	output [WORD_LENGTH-1:0] Parallel_Out
);
logic  [WORD_LENGTH-1:0] Data_logic;	
always_ff@(posedge clk or negedge reset ) begin: ThisIsARegister	
	if(reset == 1'b0) 
		Data_logic <= {WORD_LENGTH{1'b1}};
	else
		if (SyncReset == 1'b1)
			Data_logic <= {WORD_LENGTH{1'b1}};
		else if(load == 1'b1 ) 
				Data_logic <= Parallel_in;	
		else if(shift == 1'b1 && Right == 1'b0)
			Data_logic <= {Data_logic[WORD_LENGTH-2:0],Serial_in};
		else if(shift == 1'b1 && Right == 1'b1)
			Data_logic <= {Serial_in,Data_logic[WORD_LENGTH-1:1]};
end: ThisIsARegister	
assign Parallel_Out = Data_logic;	
endmodule
module UART_Tx
(
	input clk, reset,	sendData,
	output bit sendReady,
	output bit SR_TX_load,
	output bit SR_TX_shift
);
enum logic [1:0] {IDLE,LOAD,SEND,READY} state;
bit enable_count;
wire countFinished;
wire [3:0]count;
UART_Counter
#(.Maximum_Value(11))
Contador
(
	.clk(clk),
	.reset(reset),
	.enable(enable_count),
	.syncReset(1'b0),
	.Flag(countFinished),
	.Counting(count)
);
always_ff@(posedge clk, negedge reset) begin
	if(reset == 1'b0)
			state <= IDLE;
	else 
		case(state)
			IDLE:
				if(sendData == 1'b1)
					state <= LOAD;	
				else
					state <= IDLE;
			LOAD:
					state <= SEND;
			SEND: 
				if(countFinished == 1'b1)
					state <= READY;	
				else
					state <= SEND;
			READY:
					state <= IDLE;	
			default:
					state <= IDLE;	
			endcase
end
always_comb begin
	SR_TX_load = 1'b0;
	sendReady = 1'b0;
	SR_TX_shift =1'b0;
	enable_count = 1'b0;
	case(state)
		IDLE:
			begin
			SR_TX_load = 1'b0;
			sendReady = 1'b1;
			SR_TX_shift =1'b0;
			enable_count = 1'b0;
			end
		LOAD:
			begin
			SR_TX_load = 1'b1;
			sendReady = 1'b0;
			SR_TX_shift =1'b0;
			enable_count = 1'b0;
			end
		SEND:
			begin
			SR_TX_load = 1'b0;
			sendReady = 1'b0;
			SR_TX_shift =1'b1;
			enable_count = 1'b1;
			end
		READY:
			begin
			SR_TX_load = 1'b0;
			sendReady = 1'b1;
			SR_TX_shift =1'b0;
			enable_count = 1'b0;
			end
		default:
			begin
			end
	endcase
end
endmodule	
File: design/flow/run.sh
#!/bin/bash
# OpenROAD 26Q1-2900-gdf79404cd8, Yosys 0.63+post, stock flow scripts
make -C /OpenROAD-flow-scripts/flow DESIGN_CONFIG=/design/flow/config.mk WORK_HOME=/design/flow/orfs finish
==> flow_summary.json <==
{
  "status": "finished, final reports clean",
  "end_kind": "output port",
  "top_cells_by_area": "dfrtp_1, dfstp_2, mux2_2",
  "powerDensity_mw_per_mm2": 585,
  "coreArea_mm2": 0.00414,
  "antenna_cells": 0,
  "post_cts_buffers": 0,
  "worstMarginPinSlew_ps": 858,
  "cts_buffers": 5,
  "postSynthAreaPerCell_um2": 12.8,
  "internal_power_w": 0.000935,
  "dpl.hpwl_um": 1920,
  "ctsHoldBuffers": 0,
  "die_h_um": 68.8,
  "min_period_ps": 1970,
  "synth_flops": 41,
  "criticalPathCategory": "flip-flop to output port",
  "netlist.area_leader.share": 0.407,
  "synth_cells": 139,
  "routed_wl_um": 2790,
  "antenna_found_initial": 0,
  "grt-ovfl-total": 0,
  "dr.pass1.iters": 4,
  "ys_chip_area_mm2": 0.00178,
  "grt_max_degree": 42,
  "layoutNonFillerInstCount": 214,
  "routedWlPerCell_um": 13.0,
  "clock_path_buffers": 2,
  "clock.latency.late_pin_ps": 290,
  "synth.largest_area_cell": "dfrtp_1",
  "worstSetupPathDepth": 1,
  "cts_root_buffer": "clkbuf_8",
  "chipArea_mm2": 0.00473,
  "port_buffers": 21,
  "required_ps": 2720,
  "drc_errors": 0,
  "drt_iter0_markers": 45,
  "num-fill-cells": 363,
  "die_x_um": 68.8,
  "cp_slowest_stage_delay_ps": 550,
  "startpoint_type": "flip-flop",
  "rows": 23,
  "fin_crit_sh": 0.581,
  "fp_util": 0.431,
  "yosys_cells": 139,
  "power_frac_comb": 0.220,
  "crit_chain": "clkdlybuf4s50_1",
  "ctsResizeCount": 0,
  "p_leak_nw": 0.866,
  "track_usage": 0.143,
  "grt_pass1_wl_um": 4930,
  "hold_class": "flip-flop to flip-flop",
  "setup_ws_ps": 1430,
  "power.total_w": 0.00124,
  "route.vias.total": 1096,
  "synth-edff-count": 0,
  "cpLargestDelayFamily": "flip-flops",
  "vdd_ir_drop_max_v": 0.000308,
  "synth-main-ff-cell": "dfrtp_1",
  "cts_tree": "done",
  "syn2layout_area_growth_pct": 18.4,
  "maxSlewHeadroom": 0.428,
  "setup_tns_ps": 0,
  "power_frac_seq": 0.529,
  "maxCapViolCount": 0,
  "postSynth.asyncResetShare": 1.00,
  "place_congestion": 0.710,
  "rsz0062_at_grt": "no",
  "worst-r2r-cell-count": 3,
  "netlist_area_mm2": 0.00178,
  "drive_gt1_frac": 0.293,
  "dpl_worst_slack_ps": 1510,
  "min_path_cells": 0,
  "dp.cells": 206,
  "grt_pass1_vias": 1136,
  "cts.sinks": 41,
  "swShare": 0.243,
  "path_buffers": 1,
  "ys.warnings.count": 20,
  "synth.distinct_cells": 40,
  "seq_area_frac_synth": 0.583,
  "synth_top_cell_by_count": "dfrtp_1",
  "postRouteAntennaNets": 0,
  "fmax_ghz": 0.506,
  "ioPinCount": 22,
  "path_max_fanout": 3,
  "pwr-share-clk": 0.251,
  "cp.arrival_ps": 1290,
  "fin_skew_ps": 5.13,
  "htree_num_levels": 2,
  "viasPerCell": 5.12,
  "cts.clk_slew.worst_paths_ps": 80,
  "drv_slew": 0,
  "synthTopCellsByCount": "dfrtp_1, dfstp_2, mux2_2, nand2b_1, a21oi_1",
  "finalHoldViolations": 0,
  "tool_warnings": 25,
  "hold_slack_ps": 373,
  "power_switching_w": 0.000301,
  "setup_violations": 0,
  "crit_slowest_cell": "dfstp_2"
}
-- cells by family after synthesis --
family | count (synthesis) | synth area share
flops | 41 | 0.583
compound gates | 38 | 0.176
simple gates | 31 | 0.0989
buf+inv | 10 | 0.0315
mux | 9 | 0.0568
xor+xnor | 8 | 0.0393
fa+ha+maj | 2 | 0.0140
-- state kept, by name, summed over array words and instances (netlist names) --
| register | cells |
|---|---|
| Tx_Control_Unit.Contador.Counting_logic | 4 |
| Tx_Control_Unit.state | 4 |
| Rx_Control_Unit.state | 3 |
| registro_RX_flag.Data_logic | 1 |
| Shift_Tx.Data_logic | 10 |
| REG_FINAL.Data_logic | 8 |
| Shift_Rx.Data_logic | 8 |
| Rx_Control_Unit.Contador.Counting_logic | 3 |
-- cells in the final DEF (no fill, tap or decap), types with 2 or more instances in the layout --
cell type,n
a21oi_1,8
xnor2_1,7
nor2_1,7
inv_1,4
o31ai_2,6
mux2_2,9
nand2_1,3
nand2b_1,9
clkdlybuf4s50_1,20
o22ai_1,6
ha_1,2
clkbuf_8,5
a21o_1,2
o22a_1,2
nand3_1,2
nor2b_1,3
dfrtp_1,29
o21ai_0,2
dfstp_2,12
-- area by class of cell --
type	instances	area, um2	area share
clock buffers	5	68.8	0.0326
clock inverters	3	21.3	0.0101
inverters	5	18.8	0.00889
multi-input cells	88	687	0.325
flip-flops and latches	41	1040	0.493
well taps	50	62.6	0.0296
repair buffers	22	213	0.101
-- per-layer routing --
layer / GRT usage / wire [um] / part of all wire / up-vias
li1: - / - / - / 538
met1: 0.220 / 1360 / 0.49 / 539
met2: 0.223 / 1280 / 0.46 / 15
met3: 0.0350 / 116 / 0.042 / 4
met5: 0 / 0 / 0 / -
met4: 0.0204 / 31 / 0.011 / 0
-- power groups by stage --
stage	logic (W)	registers (W)	clock network, W
4_1_cts	0.000276	0.000655	0.000324
5_1_grt	0.000305	0.000670	0.000345
6_report	0.000272	0.000653	0.000311
-- per-stage QoR --
stage | area [um2] | util
after detailed placement | 2020 | 0.488
final | 2110 | 0.510
after floorplan | 1780 | -
after global placement | 2020 | 0.488
after CTS | 2110 | 0.510
after global routing | 2110 | 0.510
-- final timing paths --
| check | slack [ps] | end | startpoint |
|---|---|---|---|
| min | 370 | Shift_Rx.Data_logic[1] | Shift_Rx.Data_logic[2] |
| max reg2reg | 1800 | Tx_Control_Unit.Contador.Counting_logic[3] | Tx_Control_Unit.state[2] |
| max | 1430 | Serial_Output_Tx | Shift_Tx.Data_logic[0] |
| min reg2reg | 370 | Shift_Rx.Data_logic[1] | Shift_Rx.Data_logic[2] |
| min in group asynchronous | 440 | Shift_Rx.Data_logic[6] | rst |
| max in group asynchronous | 2600 | Tx_Control_Unit.state[0] | rst |
Power figures rest on the tool's default switching activity, not on a simulated workload.
